[flow/config.mk]
export PLATFORM = sky130hd
export DESIGN_NAME = DistanceLED
export DESIGN_NICKNAME = DistanceLED
export VERILOG_FILES = /design/flow/design.v
export SDC_FILE = /design/flow/constraint.sdc
export NUM_CORES = 4
export LEC_CHECK = 1
export CORE_AREA = 10 10 88 88
export DIE_AREA = 0 0 98 98
[flow/constraint.sdc]
current_design DistanceLED

set clk_period 2.9
set clk_io_pct 0.2

create_clock -name clk0 -period $clk_period [get_ports {Clock}]
create_clock -name clk1 -period $clk_period [get_ports {Echo}]

set non_clock_inputs [all_inputs -no_clocks]
set_input_delay [expr $clk_period * $clk_io_pct] -clock clk0 $non_clock_inputs
set_output_delay [expr $clk_period * $clk_io_pct] -clock clk0 [all_outputs]
[flow/design.v]
module ClockDivider
(
  ClockIn,
  ClockOut
);
input ClockIn;  
output ClockOut;  
parameter DIVISOR = 28'd2;   
reg[27:0] _counter = 28'd0;  
always @(posedge ClockIn)
begin
  _counter <= _counter + 28'd1;
  if(_counter >= (DIVISOR - 1))
  begin
    _counter <= 28'd0;
  end
end
assign ClockOut = (_counter < DIVISOR / 2) ? 1'b0 : 1'b1;
endmodule
module DistanceLED
(
  Clock,
  Trigger,
  Echo,
  LED
);
input Clock;      
input Echo;       
output Trigger;   
output[3:0] LED;  
reg[3:0] _led;   
reg[15:0] _distance; 
wire _clock;     
parameter PULSECOUNT = 4'd10;   
ClockDivider _clockDivider
(
  .ClockIn(Clock), 
  .ClockOut(_clock)
);
defparam _clockDivider.DIVISOR = 26'd3_200_000;
URMTrigger _trigger
(
  .Clock(Clock), 
  .TriggerIn(_clock),
  .TriggerOut(Trigger)
);
URMEcho _echo
(
  .Clock(Clock), 
  .Echo(Echo),
  .Distance(_distance)
);
initial begin
  _led = 4'b0000;
end
always @(negedge _clock)
begin
  if (_distance <= 16'd4)
    _led = 4'b1000;  
  else if (_distance <= 16'd10)
    _led = 4'b0100;  
  else if (_distance <= 16'd20)
    _led = 4'b0010;  
  else
    _led = 4'b0001;  
end
assign LED = _led;
endmodule
module URMEcho
(
  Clock,
  Echo,
  Distance,
);
input Clock;  
input Echo;  
output[15:0] Distance;  
reg[15:0] _counter;
reg[15:0] _distance;
wire _clock;
parameter CM_PER_MICROSECOND = 15'd58;  
ClockDivider _clockDivider
(
  .ClockIn(Clock), 
  .ClockOut(_clock)
);
defparam _clockDivider.DIVISOR = 50;
initial begin
  _counter = 0;
end
always @(posedge Echo)
begin
  _counter = 4'd0;
end
always @(posedge _clock)
begin
  _counter = _counter + 16'd1;
end
always @(negedge Echo)
begin
  _distance = _counter;
end
assign Distance = (_distance / CM_PER_MICROSECOND);
endmodule
module URMTrigger
(
  Clock,
  TriggerIn,
  TriggerOut
);
input Clock;  
input TriggerIn;  
output TriggerOut;  
reg[3:0] _counter;   
reg _triggerOut;     
wire _clock;         
parameter PULSECOUNT = 4'd10;   
ClockDivider _clockDivider
(
  .ClockIn(Clock), 
  .ClockOut(_clock)
);
defparam _clockDivider.DIVISOR = 50;
initial begin
  _counter = PULSECOUNT;
  _triggerOut = 0;
end
always @(posedge TriggerIn)
begin
  _counter = 4'd0;
  _triggerOut = 0;
end
always @(posedge _clock)
begin
  if(_counter < PULSECOUNT)
  begin
    _counter <= _counter + 4'd1;
    _triggerOut = 1;
  end
  else
  begin
    _triggerOut = 0;
  end
end
assign TriggerOut = _triggerOut;
endmodule
[flow/run.sh]
#!/bin/bash
# OpenROAD 26Q1-2900-gdf79404cd8, Yosys 0.63+post, stock flow scripts
make -C /OpenROAD-flow-scripts/flow DESIGN_CONFIG=/design/flow/config.mk WORK_HOME=/design/flow/orfs finish
==> results.cfg <==
; generated from flow reports
[run_status]
status = complete, no violations

[synth]
ys_cells = 136
area_leaders = dfxtp_1 46%, or4_1 5.4%, xor2_1 4.9%
avgSynthCellArea_um2 = 9.21
yosys.stat.seqShare_pct = 46.4
yosys_area_mm2 = 0.00125
ys.flops = 29
synth_cell_types = 33
netlist_instances = 136
synth-edff-count = 0
ys_async_sr_fraction_pct = 0
top_cell = dfxtp_1
synthesis.area_mm2 = 0.00125
top_cell_area_share_pct = 46.4
ys.flop_type = dfxtp_1
common_cells = 29 x dfxtp_1, 14 x nor2_1, 9 x a21oi_1, 9 x or4_1
yosys_warnings = 43
yosysTopAreaCell = dfxtp_1

[detailed_routing]
drtIter0Drc = 46
antenna_cells_inserted = 0
drc = 0
top_layer_used = met4
wl_per_cell_um = 9.59
vias = 909
m1WireLength_um = 1070
antenna_left = 0
viasPerCell = 4.21
dr_wl_met2_um = 852
wl_met3_um = 90
drt-pass1-iter-count = 4
finalWirelength_um = 2070

[final_timing]
unclocked_regs = 1
finalSetupTns_ps = 0
slew_headroom_pct = 55.1
finalHoldViolCount = 0
untimed_endpoints = 1
rsz0062_at_grt = false
finalSetupViolCount = 0
drv_slew = 0
timing.hold.ws_ps = 450
fin_worst_skew_ps = 1.62
tightest_slew_ps = 672

[cells_and_area]
layout-drive-gt1-share_pct = 4.96
finalInstanceArea_mm2 = 0.00137
area_delta_synth_final_pct = 9.59
layout.cells.non_filler = 216

[min_path]
min_from = _clockDivider._counter[0]
hold_class = flip-flop to flip-flop

[die]
io_pins = 7
die_w_um = 98
core_area_mm2 = 0.00592
rows = 28
die_area_mm2 = 0.00960
initial_core_util_pct = 21.2
dieHeight_um = 98

[grt]
antenna_found_initial = 0
grt_pass1_wl_um = 3650
grt_usage_pct = 4.26
first_global_vias = 784
grt_max_degree = 16
grt_overflow_total = 0

[critical_path]
path_class = flip-flop to flip-flop
cp.arrival_ps = 2440
cp.required_ps = 3070
crit_fanout = 15
startpoint = _clockDivider._counter[18]
start_kind = flip-flop
r2r_slack_ps = 630
critPathCaptureType = flip-flop
r2r_start = _clockDivider._counter[18]

[clock_tree]
cts_setup_buffers = 0
cts_root_buffer = clkbuf_8
clock_path_buffers = 2
cts_tree = built
cts_htree_levels = 1
postCtsHoldBufs = 0
cts_buffers = 3
cts.reportedPaths.clkPinSlew_ps = 90
cts_resized = 0

[placed_design]
dp_hpwl_um = 1420
dp.cells = 213
gp_congestion = 0.792
dpl_cell_area_mm2 = 0.00133
port-buffer-count = 1

[pwr]
p_per_area_mw_per_mm2 = 436
p_leak_nw = 0.424
vdd_drop_max_v = 0.000179

[job]
warnings = 27
drv_cap = 0
==> metrics by stage <==
stage / setup WS (ps) / total power, mW / util (%)
3_3_place_gp: 654 / 0.402 / 22.5
6_report: 627 / 0.598 / 23.2
3_5_place_dp: 625 / 0.402 / 22.5
5_1_grt: 486 / 0.623 / 23.2
4_1_cts: 606 / 0.609 / 23.2
2_1_floorplan: 1130 / 0.405 / -
==> worst max-delay path, stage by stage (launching register included) <==
cell and delay (ps):
dfxtp_1 350, or4_1 540, or3_1 400, o211ai_2 560
buf_4 270, nor2_1 50
==> layout by cell type, fill, tap and decap left out, types with 6 or more instances in the layout <==
cell	count
nand2_1	7
a21oi_1	9
dfxtp_1	29
nand3_1	6
or4_1	9
nor2_1	14
conb_1	11
xor2_1	7
o31ai_1	6
==> cell families after synthesis <==
group	synth area share, %
AND/OR/NAND/NOR	25.4
flip-flops	46.4
AND-OR/OR-AND	12.5
buffers and inverters	6.49
XOR/XNOR	7.69
other	0.600
adder cells (fa/ha/maj)	0.999
==> power breakdown <==
part / leakage (nW) / total (mW) / internal (mW) / switching, mW
Clock: 0.0216 / 0.205 / 0.0933 / 0.112
Sequential: 0.236 / 0.390 / 0.389 / 0.000921
Combinational: 0.166 / 0.00308 / 0.000808 / 0.00228
Total: 0.424 / 0.598 / 0.483 / 0.115
==> worst paths after layout <==
check,end,depth (start not counted)
max,_clockDivider._counter[7],5
min,_clockDivider._counter[0],1
min reg2reg,_clockDivider._counter[0],1
max reg2reg,_clockDivider._counter[7],5
==> routing by layer <==
metal  vias to the layer above  global-route usage (%)
li1                        484                       -
met1                       405                    6.34
met5                         -                       0
met4                         0                    1.12
met3                         4                   0.853
met2                        16                    6.09
==> area by class of cell <==
type	instances	area [µm²]
clock buffers	3	41.3
fillers	627	4550
inverters	4	15.0
repair buffers	2	17.5
flip-flops and latches	29	581
well taps	75	93.8
multi-input cells	103	624
==> sequential cells by signal (all words and copies together) (netlist names) <==
register / flops
_clockDivider._counter: 28
_led: 1
Power and IR drop assume default switching activity.
